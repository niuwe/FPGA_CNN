[flow/run.sh]
#!/bin/bash
# OpenROAD 26Q1-2900-gdf79404cd8, Yosys 0.63+post, stock flow scripts
make -C /OpenROAD-flow-scripts/flow DESIGN_CONFIG=/design/flow/config.mk WORK_HOME=/design/flow/orfs finish
[flow/config.mk]
export PLATFORM = sky130hd
export DESIGN_NAME = layer1_pool
export DESIGN_NICKNAME = layer1_pool
export VERILOG_FILES = /design/flow/design.v
export SDC_FILE = /design/flow/constraint.sdc
export NUM_CORES = 4
export LEC_CHECK = 1
export CORE_UTILIZATION = 40
export SYNTH_MEMORY_MAX_BITS = 65536
[flow/constraint.sdc]
current_design layer1_pool

set clk_period 14.0
set clk_io_pct 0.2

create_clock -name clk0 -period $clk_period [get_ports {clk}]

set non_clock_inputs [all_inputs -no_clocks]
set_input_delay [expr $clk_period * $clk_io_pct] -clock clk0 $non_clock_inputs
set_output_delay [expr $clk_period * $clk_io_pct] -clock clk0 [all_outputs]
[flow/design.v]
`timescale 1ns / 1ps
module layer1_pool#(
    parameter   WIDTH = 'd16
    )(
    input    clk   ,
    input    rst_n ,
    input    [6:0]   relu_h_cnt ,
    input    [6:0]   relu_v_cnt ,
    input            pre_vsync  ,
    input            pre_href   ,
    input    [15:0]  pre_data1    ,
    input    [15:0]  pre_data2    ,
    input    [15:0]  pre_data3    ,
    input    [15:0]  pre_data4    ,
    input    [15:0]  pre_data5    ,
    input    [15:0]  pre_data6    ,
    input    [15:0]  pre_data7    ,
    input    [15:0]  pre_data8    ,
    input    [15:0]  pre_data9    ,
    input    [15:0]  pre_data10   ,
    input    [15:0]  pre_data11   ,
    input    [15:0]  pre_data12   ,
    input    [15:0]  pre_data13   ,
    input    [15:0]  pre_data14   ,
    input    [15:0]  pre_data15   ,
    input    [15:0]  pre_data16   ,
    output              pool_done  ,
    output      [6:0]   pool_h_cnt ,
    output      [6:0]   pool_v_cnt ,
    output               pool_vsync ,
    output               pool_href  ,
    output       [15:0]  pool_data1  ,  
    output       [15:0]  pool_data2  , 
    output       [15:0]  pool_data3  ,  
    output       [15:0]  pool_data4  ,  
    output       [15:0]  pool_data5  ,  
    output       [15:0]  pool_data6  ,  
    output       [15:0]  pool_data7  ,  
    output       [15:0]  pool_data8  ,   
    output       [15:0]  pool_data9  ,  
    output       [15:0]  pool_data10 , 
    output       [15:0]  pool_data11 ,  
    output       [15:0]  pool_data12 ,  
    output       [15:0]  pool_data13 ,  
    output       [15:0]  pool_data14 ,  
    output       [15:0]  pool_data15 ,  
    output       [15:0]  pool_data16 
);
max_pool
#(
    .FIFO_WIDTH (16           ),
    .FIFO_DEPTH (WIDTH        )  
)pool_1(
    .clk    (clk            ),
    .rst_n  (rst_n        ),
    .relu_h_cnt     (relu_h_cnt   ),
    .relu_v_cnt     (relu_v_cnt   ),
    .pre_vsync      (pre_vsync    ),
    .pre_href       (pre_href     ),
    .pre_data       (pre_data1   ),
    .pool_h_cnt     (pool_h_cnt   ),
    .pool_v_cnt     (pool_v_cnt   ),
    .pool_done      (pool_done    ),
    .pool_vsync     (pool_vsync   ),
    .pool_href      (pool_href    ),
    .pool_data      (pool_data1   )      
);
max_pool
#(
    .FIFO_WIDTH (16           ),
    .FIFO_DEPTH (WIDTH        )  
)pool_2(
    .clk    (clk            ),
    .rst_n  (rst_n        ),
    .relu_h_cnt     (relu_h_cnt   ),
    .relu_v_cnt     (relu_v_cnt   ),
    .pre_vsync      (pre_vsync    ),
    .pre_href       (pre_href     ),
    .pre_data       (pre_data2   ),
    .pool_data      (pool_data2   )     
);
max_pool
#(
    .FIFO_WIDTH (16           ),
    .FIFO_DEPTH (WIDTH        )  
)pool_3(
    .clk    (clk            ),
    .rst_n  (rst_n        ),
    .relu_h_cnt     (relu_h_cnt   ),
    .relu_v_cnt     (relu_v_cnt   ),
    .pre_vsync      (pre_vsync    ),
    .pre_href       (pre_href     ),
    .pre_data       (pre_data3   ),
    .pool_data      (pool_data3   ) 
);
max_pool
#(
    .FIFO_WIDTH (16           ),
    .FIFO_DEPTH (WIDTH        )  
)pool_4(
    .clk    (clk            ),
    .rst_n  (rst_n        ),
    .relu_h_cnt     (relu_h_cnt   ),
    .relu_v_cnt     (relu_v_cnt   ),
    .pre_vsync      (pre_vsync    ),
    .pre_href       (pre_href     ),
    .pre_data       (pre_data4   ),
    .pool_data      (pool_data4   ) 
);
max_pool
#(
    .FIFO_WIDTH (16           ),
    .FIFO_DEPTH (WIDTH        )  
)pool_5(
    .clk    (clk            ),
    .rst_n  (rst_n        ),
    .relu_h_cnt     (relu_h_cnt   ),
    .relu_v_cnt     (relu_v_cnt   ),
    .pre_vsync      (pre_vsync    ),
    .pre_href       (pre_href     ),
    .pre_data       (pre_data5   ),
    .pool_data      (pool_data5   ) 
);
max_pool
#(
    .FIFO_WIDTH (16           ),
    .FIFO_DEPTH (WIDTH        )  
)pool_6(
    .clk    (clk            ),
    .rst_n  (rst_n        ),
    .relu_h_cnt     (relu_h_cnt   ),
    .relu_v_cnt     (relu_v_cnt   ),
    .pre_vsync      (pre_vsync    ),
    .pre_href       (pre_href     ),
    .pre_data       (pre_data6   ),
    .pool_data      (pool_data6   ) 
);
max_pool
#(
    .FIFO_WIDTH (16           ),
    .FIFO_DEPTH (WIDTH        )  
)pool_7(
    .clk    (clk            ),
    .rst_n  (rst_n        ),
    .relu_h_cnt     (relu_h_cnt   ),
    .relu_v_cnt     (relu_v_cnt   ),
    .pre_vsync      (pre_vsync    ),
    .pre_href       (pre_href     ),
    .pre_data       (pre_data7   ),
    .pool_data      (pool_data7   ) 
);
max_pool
#(
    .FIFO_WIDTH (16           ),
    .FIFO_DEPTH (WIDTH        )  
)pool_8(
    .clk    (clk            ),
    .rst_n  (rst_n        ),
    .relu_h_cnt     (relu_h_cnt   ),
    .relu_v_cnt     (relu_v_cnt   ),
    .pre_vsync      (pre_vsync    ),
    .pre_href       (pre_href     ),
    .pre_data       (pre_data8   ),
    .pool_data      (pool_data8   ) 
);
max_pool
#(
    .FIFO_WIDTH (16           ),
    .FIFO_DEPTH (WIDTH        )  
)pool_9(
    .clk    (clk            ),
    .rst_n  (rst_n        ),
    .relu_h_cnt     (relu_h_cnt   ),
    .relu_v_cnt     (relu_v_cnt   ),
    .pre_vsync      (pre_vsync    ),
    .pre_href       (pre_href     ),
    .pre_data       (pre_data9   ),
    .pool_data      (pool_data9   ) 
);
max_pool
#(
    .FIFO_WIDTH (16           ),
    .FIFO_DEPTH (WIDTH        )  
)pool_10(
    .clk    (clk            ),
    .rst_n  (rst_n        ),
    .relu_h_cnt     (relu_h_cnt   ),
    .relu_v_cnt     (relu_v_cnt   ),
    .pre_vsync      (pre_vsync    ),
    .pre_href       (pre_href     ),
    .pre_data       (pre_data10   ),
    .pool_data      (pool_data10   ) 
);
max_pool
#(
    .FIFO_WIDTH (16           ),
    .FIFO_DEPTH (WIDTH        )  
)pool_11(
    .clk    (clk            ),
    .rst_n  (rst_n        ),
    .relu_h_cnt     (relu_h_cnt   ),
    .relu_v_cnt     (relu_v_cnt   ),
    .pre_vsync      (pre_vsync    ),
    .pre_href       (pre_href     ),
    .pre_data       (pre_data11   ),
    .pool_data      (pool_data11   ) 
);
max_pool
#(
    .FIFO_WIDTH (16           ),
    .FIFO_DEPTH (WIDTH        )  
)pool_12(
    .clk    (clk            ),
    .rst_n  (rst_n        ),
    .relu_h_cnt     (relu_h_cnt   ),
    .relu_v_cnt     (relu_v_cnt   ),
    .pre_vsync      (pre_vsync    ),
    .pre_href       (pre_href     ),
    .pre_data       (pre_data12   ),
    .pool_data      (pool_data12   ) 
);
max_pool
#(
    .FIFO_WIDTH (16           ),
    .FIFO_DEPTH (WIDTH        )  
)pool_13(
    .clk    (clk            ),
    .rst_n  (rst_n        ),
    .relu_h_cnt     (relu_h_cnt   ),
    .relu_v_cnt     (relu_v_cnt   ),
    .pre_vsync      (pre_vsync    ),
    .pre_href       (pre_href     ),
    .pre_data       (pre_data13   ),
    .pool_data      (pool_data13   ) 
);
max_pool
#(
    .FIFO_WIDTH (16           ),
    .FIFO_DEPTH (WIDTH        )  
)pool_14(
    .clk    (clk            ),
    .rst_n  (rst_n        ),
    .relu_h_cnt     (relu_h_cnt   ),
    .relu_v_cnt     (relu_v_cnt   ),
    .pre_vsync      (pre_vsync    ),
    .pre_href       (pre_href     ),
    .pre_data       (pre_data14   ),
    .pool_data      (pool_data14   ) 
);
max_pool
#(
    .FIFO_WIDTH (16           ),
    .FIFO_DEPTH (WIDTH        )  
)pool_15(
    .clk    (clk            ),
    .rst_n  (rst_n        ),
    .relu_h_cnt     (relu_h_cnt   ),
    .relu_v_cnt     (relu_v_cnt   ),
    .pre_vsync      (pre_vsync    ),
    .pre_href       (pre_href     ),
    .pre_data       (pre_data15   ),
    .pool_data      (pool_data15   ) 
);
max_pool
#(
    .FIFO_WIDTH (16           ),
    .FIFO_DEPTH (WIDTH        )  
)pool_16(
    .clk    (clk            ),
    .rst_n  (rst_n        ),
    .relu_h_cnt     (relu_h_cnt   ),
    .relu_v_cnt     (relu_v_cnt   ),
    .pre_vsync      (pre_vsync    ),
    .pre_href       (pre_href     ),
    .pre_data       (pre_data16   ),
    .pool_data      (pool_data16   ) 
);
endmodule
`timescale 1ns / 1ps
module max_pool
#(
    parameter FIFO_WIDTH = 'd16  ,
    parameter FIFO_DEPTH = 'd4   
)(
    input    clk   ,
    input    rst_n ,
    input    [6:0]   relu_h_cnt ,
    input    [6:0]   relu_v_cnt ,
    input            pre_vsync  ,
    input            pre_href   ,
    input    [15:0]  pre_data   ,
    output    wire          pool_done  ,
    output    reg   [6:0]   pool_h_cnt ,
    output    reg   [6:0]   pool_v_cnt ,
    output    reg           pool_vsync ,
    output    reg           pool_href  ,
    output    reg   [15:0]  pool_data  
);
reg     [15:0]      pre_data_1dly;
reg                 pre_vsync_r  ;
reg                 pre_href_r   ; 
reg     [6:0]       relu_v_cnt_r ;
reg     [6:0]       pool_h_cnt_r ;
reg     [6:0]       pool_v_cnt_r ;
reg                 pool_vsync_r ;
reg     [4:0]       wait_cnt    ;
reg                 cnt_flag    ;
reg                 wait_done   ;
reg                 fifo1_wenb  ;
reg                 fifo1_renb  ;
wire    [15:0]      fifo1_rdata    ;
wire    [15:0]      fifo1_wdata    ;
wire                neg_pool_vsync ;
wire    [15:0]      max1           ;
wire                neg_pre_href   ;
assign      neg_pool_vsync = pool_vsync_r && !pool_vsync ;
assign      neg_pre_href =  !pre_href && pre_href_r ; 
assign      fifo1_wdata = max1  ;
assign      pool_done = wait_done ;
assign      max1 = (pre_data_1dly >= pre_data)?pre_data_1dly:pre_data;
always @(posedge clk or negedge rst_n) begin
    if(!rst_n) begin
        pre_href_r   <= 0 ;
        relu_v_cnt_r <= 0 ;
        pool_vsync_r <= 0 ;
    end
    else begin
        pool_vsync_r <= pool_vsync ;
        pre_href_r   <= pre_href   ;
        relu_v_cnt_r <= relu_v_cnt ;
    end
end
always @(posedge clk or negedge rst_n) begin
    if(!rst_n) begin
        pool_h_cnt_r <= 0 ;
    end
    else if(pre_href)begin
        if(relu_h_cnt[0])
            pool_h_cnt_r <= pool_h_cnt_r + 1 ;
        else
            pool_h_cnt_r <= pool_h_cnt_r ;
    end
    else
        pool_h_cnt_r <= 0;
end
always @(posedge clk or negedge rst_n) begin
    if(!rst_n) begin
        pool_v_cnt_r <= 0 ;
    end
    else if(pre_vsync)begin
        if(relu_v_cnt[0] && neg_pre_href)
            pool_v_cnt_r <= pool_v_cnt_r + 1 ;
        else
            pool_v_cnt_r <= pool_v_cnt_r ;
    end
    else
        pool_v_cnt_r <= 0;
end
always @(posedge clk or negedge rst_n) begin
    if(!rst_n) begin
        pool_v_cnt <= 0 ;
        pool_h_cnt <= 0 ;
    end
    else begin
        pool_v_cnt <= pool_v_cnt_r ;
        pool_h_cnt <= pool_h_cnt_r ;
    end
end
always @(posedge clk or negedge rst_n) begin
    if(!rst_n) begin
        pool_vsync <= 0 ;
        pre_vsync_r<= 0 ;
    end
    else begin 
        pre_vsync_r <= pre_vsync      ;
        pool_vsync  <=  pre_vsync_r   ;
    end
end
always @(posedge clk or negedge rst_n) begin
    if(!rst_n) begin
        pool_href  <= 0 ;
        pre_href_r <= 0 ;
    end
    else begin 
        pre_href_r  <= pre_href   ;
        if(relu_v_cnt_r[0] )
            pool_href  <= pre_href_r  ;
        else
            pool_href <= 0;
    end
end
always @(posedge clk or negedge rst_n) begin
    if(!rst_n) begin
        pre_data_1dly <= 0 ;
    end
    else 
        pre_data_1dly <= pre_data ;
end
always @(posedge clk or negedge rst_n) begin
    if(!rst_n) begin
        fifo1_wenb <= 0 ;
    end
    else if(relu_h_cnt[0] && ~relu_v_cnt[0] ) begin
        fifo1_wenb <= 1 ;
    end 
    else
        fifo1_wenb <= 0 ;    
end
always @(posedge clk or negedge rst_n) begin
    if(!rst_n) begin
        fifo1_renb <= 0 ;
    end
    else if(relu_h_cnt[0] && relu_v_cnt[0] ) begin
        fifo1_renb <= 1 ;
    end 
    else
        fifo1_renb <= 0 ;    
end
always @(posedge clk or negedge rst_n) begin
    if(!rst_n) begin
        pool_data <= 0 ;
    end
    else if(fifo1_renb)
        if(fifo1_rdata >= max1 )
            pool_data <= fifo1_rdata ;
        else 
            pool_data <= max1 ;
    else
        pool_data <= pool_data ;
end
always @(posedge clk or negedge rst_n) begin
    if(!rst_n) begin
        wait_done <= 0;
    end
    else if(wait_cnt == 31)
        wait_done <= 1 ;
    else
        wait_done <= 0 ; 
end
always @(posedge clk or negedge rst_n) begin
    if(!rst_n) begin
        cnt_flag <= 0;
    end
    else if(neg_pool_vsync)
        cnt_flag <= 1 ;
    else if(wait_cnt == 31)
        cnt_flag <= 0 ;
    else
        cnt_flag <= cnt_flag ; 
end
always @(posedge clk or negedge rst_n) begin
    if(!rst_n) begin
        wait_cnt <= 0;
    end
    else if(cnt_flag)
        wait_cnt <= wait_cnt + 1;
    else
        wait_cnt <= 0 ;
end
sync_fifo
#(
    .C_FIFO_WIDTH   (FIFO_WIDTH   ),
    .C_FIFO_DEPTH   (FIFO_DEPTH+1 )
)
u1_sync_fifo
(
    .rst        (~rst_n     ) ,
    .clk        (clk        ) ,
    .wr_en      (fifo1_wenb ) ,
    .din        (fifo1_wdata) , 
    .full       (           ) ,
    .rd_en      (fifo1_renb ) ,
    .dout       (fifo1_rdata) ,
    .empty      (           ) ,
    .data_count (           )
);
endmodule
module sync_fifo
#(
    parameter C_FIFO_WIDTH      = 8 ,
    parameter C_FIFO_DEPTH      = 16
)(
    input  wire                             rst         ,
    input  wire                             clk         ,
    input  wire                             wr_en       ,
    input  wire [C_FIFO_WIDTH - 1:0]        din         , 
    output reg                              full        ,
    input  wire                             rd_en       ,
    output wire [C_FIFO_WIDTH - 1:0]        dout        ,
    output reg                              empty       ,
    output reg  [clogb2(C_FIFO_DEPTH-1):0]  data_count
);
reg     [C_FIFO_WIDTH - 1:0]            mem [C_FIFO_DEPTH - 1:0];
reg     [clogb2(C_FIFO_DEPTH-1) - 1:0]  write_pointer;
reg     [clogb2(C_FIFO_DEPTH-1) - 1:0]  read_pointer;
wire                                    write_valid;
wire                                    read_valid;
always @(posedge clk)
begin
    if(rst == 1'b1)
        write_pointer <= 0;
    else
    begin
        if((wr_en == 1'b1)&&(full == 1'b0))
        begin
            if(write_pointer < C_FIFO_DEPTH - 1'b1)
                write_pointer <= write_pointer + 1'b1;
            else
                write_pointer <= 0;
        end
        else
            write_pointer <= write_pointer;
    end
end
always @(posedge clk)
begin
    if((wr_en == 1'b1)&&(full == 1'b0))
        mem[write_pointer] <= din;
    else
        mem[write_pointer] <= mem[write_pointer];
end
always @(posedge clk)
begin
    if(rst == 1'b1)
        full <= 1'b0;
    else
    begin
        if(((read_pointer == 0)&&(write_pointer == C_FIFO_DEPTH - 1'b1)||(write_pointer == read_pointer - 1'b1))&&(wr_en == 1'b1)&&(rd_en == 1'b0))
            full <= 1'b1;
        else if((full == 1'b1)&&(rd_en == 1'b1))
            full <= 1'b0;
        else
            full <= full;
    end
end
always @(posedge clk)
begin
    if(rst == 1'b1)
        read_pointer <= 0;
    else
    begin
        if((rd_en == 1'b1)&&(empty == 1'b0))
        begin
            if(read_pointer < C_FIFO_DEPTH - 1'b1)
                read_pointer <= read_pointer + 1'b1;
            else
                read_pointer <= 0;
        end
        else
            read_pointer <= read_pointer;
    end
end
assign dout = mem[read_pointer];
always @(posedge clk)
begin
    if(rst == 1'b1)
        empty <= 1'b1;
    else
    begin
        if(((write_pointer == 0)&&(read_pointer == C_FIFO_DEPTH - 1'b1)||(read_pointer == write_pointer - 1'b1))&&(rd_en == 1'b1)&&(wr_en == 1'b0))
            empty <= 1'b1;
        else if((empty == 1'b1)&&(wr_en == 1'b1))
            empty <= 1'b0;
        else
            empty <= empty;
    end
end
assign write_valid = wr_en & ~full;
assign read_valid  = rd_en & ~empty;
always @(posedge clk)
begin
    if(rst == 1'b1)
        data_count <= 0;
    else
    begin
        case({write_valid,read_valid})
            2'b10 : 
            begin
                if(full == 1'b0)
                    data_count <= data_count + 1'b1;
                else
                    data_count <= data_count;
            end
            2'b01 : 
            begin
                if(empty == 1'b0)
                    data_count <= data_count - 1'b1;
                else
                    data_count <= data_count;
            end
            default : data_count <= data_count;
        endcase
    end
end
function integer clogb2;
    input integer depth;
    for(clogb2 = 0; depth > 0; clogb2 = clogb2 + 1)
        depth = depth >> 1;
endfunction
endmodule
==> results.cfg <==
; physical design summary
[cts]
cts_tree = done
cts_buffers = 560
cts.sinks = 5179
clk_pin_slew_ps = 60
cts-root-buf = clkbuf_16
clockBufferDepth = 4
ctsHoldBuffers = 0
clk_latency_ps = 1090
cts_resized = 0
htree_levels = 6
postCtsSetupBuffers = 0

[run]
tool_warnings = 123
maxCapViolCount = 0

[routing]
detail-route-antenna-nets = 0
wire_per_inst_microns = 23.8
firstDrtPassIters = 7
dr_total_vias = 114000
viasPerCell = 5.38
totalWireLength_mm = 504
drc = 0
drt_iter0_drc = 7151

[synth]
fa_ha_area_share_pct = 3.64
syn_avg_cell_area_sq_um = 17.0
synthTopCellsByCount = edfxtp_1, mux4_2, inv_1
flop_cell = edfxtp_1
synth_top_cell_by_area = edfxtp_1
ys_cells = 12700
async_reset_ff_share_pct = 10.7
synth_cells = 12700
ys_warn_count = 3
top_area_share_pct = 60.5
synth_seq_share_pct = 69.5
synth.area.mux_share_pct = 13.3
synth_chip_area_sq_mm = 0.216
logic_family = multiplexers
xor_share_pct = 0.674
top_cell = edfxtp_1
ys_top_cells_by_area = edfxtp_1, mux4_2, dfrtp_1
synth.ff_latch_count = 5179
edf_count = 4352
synthAoiAreaFrac_pct = 5.53
netlist_area_sq_mm = 0.216
synth-simple-area-share_pct = 4.33
ys_types = 72

[final_timing]
relSlewSlack_pct = 40.5
rsz0062_at_grt = no
setup_ws_ps = 6610
fin_crit_sh_pct = 52.8
fin_hold_ws_ps = 347
setup_violations = 0
final.setup.tns_ps = 0
tightest_slew_ps = 889
period_needed_ps = 7390
fmax_mhz = 135
slew_violations = 0
fin_skew_ps = 97.0
final_hold_viol_count = 0

[floorplanning]
fp-utilization_pct = 40.2
die_y_microns = 737
io_pins = 547
rows = 269
core_area_sq_mm = 0.537
die-area_sq_mm = 0.543
dieWidth_microns = 737

[worst_setup_path]
crit_path_cell_trace = clkdlybuf4s50_1, inv_1, ha_1, nand4_1, or4_1, a221oi_2, or3_1, buf_4, mux2i_1, ha_1, a21oi_1, nor3_1, a2111oi_0, o21ai_1, buf_4, or2_2, o221ai_1
cpPeakStageDelay_ps = 680
critPathMaxFanout = 17
critPathSlowestCell = a2111oi_0
timing_worst_setup_path_type = input pin to flop
cp.required_ps = 14990
end_kind = flop
cp.arrival_ps = 8390
start_kind = input pin

[finish]
fillers = 45000
fin_util_pct = 46.5
syn_to_final_growth_pct = 15.6
drive_gt1_share_pct = 18.4

[status]
status = finished, final reports clean

[placed_design]
gp_congestion = 0.877
port_buffers = 534
pre_cts_slack_ps = 5810
dp_hpwl_mm = 313

[global_route]
grt_pass1_wl_mm = 760
grtUsageTotal_pct = 20.1
grt_max_degree = 105
grt-ovfl-total = 0
antenna_found_initial = 31
grt_pass1_vias = 121000

[power]
pwr-share-seq_pct = 50.5
p_leak_nw = 84.2
power.density_mw_per_mm2 = 140
p_sw_mw = 8.04
p_int_mw = 26.8
clkPwrFrac_pct = 42.3
ir_drop_v = 0.000140
p_comb_share_pct = 7.2
power_mw = 34.9
p_sw_share_pct = 23.0

[min_path]
min-delay-path-class = flop to flop
==> logic make-up (layout without fill, tap and decap cells) <==
group,after synthesis,in the layout
xor+xnor,166,166
fa+ha+maj,628,628
mux,1545,1545
other cells,0,10
buf+inv,1570,2885
compound gates,1708,1708
simple gates,1897,1897
flops,5179,5179
==> power by group through the flow <==
stage	Sequential, mW	Clock [mW]	Combinational (mW)
4_1_cts	17.6	15.1	2.56
5_1_grt	17.6	15.7	2.82
6_report	17.6	14.7	2.53
==> per-stage QoR <==
stage	instances	area [sq um]
2_1_floorplan	12700	216000
3_3_place_gp	20200	231000
3_5_place_dp	20200	231000
4_1_cts	21200	250000
5_1_grt	21200	250000
6_report	21200	250000
==> metal layers <==
layer	wire, microns	share of wire (%)	up-vias	GRT usage [%]
met1	192000	38	56800	27.9
li1	-	-	51700	-
met4	14800	2.9	20	4.73
met2	245000	49	4675	30.9
met5	287	0.057	-	0.326
met3	52400	10	837	9.46
==> layout by cell type, fill, tap and decap left out, types with 31 or more instances in the layout <==
cell,Yosys,layout
a2111oi_0,122,122
a211oi_1,188,188
a21boi_0,66,66
a21o_1,159,159
a21oi_1,358,358
and2_1,35,35
buf_4,57,444
bufinv_16,0,39
clkbuf_1,436,150
clkbuf_16,0,567
clkbuf_8,0,31
clkdlybuf4s50_1,0,533
clkinv_1,0,84
clkinv_16,0,35
clkinv_2,0,69
dfrtp_1,555,553
dfxtp_1,272,228
dfxtp_4,0,32
edfxtp_1,4352,4352
ha_1,628,628
inv_1,877,876
mux2i_1,485,485
mux4_2,1024,1024
nand2_1,391,390
nand2b_1,60,60
nand3_1,241,241
nand4_1,112,112
nor2_1,497,312
nor2_2,0,185
nor2b_1,74,74
nor3_1,208,208
nor3b_1,146,146
o21a_1,48,48
o21ai_0,181,181
o221ai_1,265,265
o22ai_1,150,150
xnor2_1,100,100
xor2_1,66,66
==> final cells by class <==
type	count	area (sq um)	share of cell area (%)
Sequential cell	5179	150000	60.2
Multi-Input combinational cell	5944	59700	23.9
Clock buffer	748	15200	6.08
Tap cell	7181	8980	3.60
Timing Repair Buffer	979	8700	3.49
Clock inverter	281	3510	1.40
Inverter	877	3300	1.32
Antenna cell	10	25.0	0.0100
==> final timing paths <==
kind                                                         start                                  to  slack [ps]  depth (start not counted)
worst min-delay path                  pool_1.pre_vsync_r$_DFF_PN0_         pool_1.pool_vsync$_DFF_PN0_         350                          0
worst max-delay path                                 pre_data2[15]     pool_2.pool_data[0]$_DFFE_PN0P_        6610                         17
worst min register to register        pool_1.pre_vsync_r$_DFF_PN0_         pool_1.pool_vsync$_DFF_PN0_         350                          0
min in group asynchronous                                    rst_n  pool_5.pre_data_1dly[11]$_DFF_PN0_        1590                          1
worst max register to register  pool_2.pre_data_1dly[15]$_DFF_PN0_     pool_2.pool_data[0]$_DFFE_PN0P_        8520                         15
max in group asynchronous                                    rst_n  pool_15.pre_data_1dly[1]$_DFF_PN0_        9420                          5
==> worst max-delay path: cells and delay by family <==
kind	cells	cell delay, ps
simple gates	5	1810
fa+ha+maj	2	650
mux	1	410
compound gates	5	1580
buf+inv	4	1130
Power is estimated from default activity; no workload was simulated.
