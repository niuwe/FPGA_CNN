### flow/design.v
`timescale 1ns / 1ps
module ReLU#(
    parameter   PRE_BIT_WIDTH  = 'd32
)(
    input clk   ,
    input rst_n ,
    input   [6:0]   conv_h_cnt ,
    input   [6:0]   conv_v_cnt ,
    input                               pre_vsync ,
    input                               pre_href  ,
    input   signed [PRE_BIT_WIDTH-1:0]  pre_data  ,
    output  reg   [6:0]   relu_h_cnt ,
    output  reg   [6:0]   relu_v_cnt ,
    output   reg           relu_vsync ,
    output   reg           relu_href  ,
    output   reg [15:0]    relu_data  
);
always @(posedge clk or negedge rst_n) begin
    if(!rst_n) begin
        relu_vsync <= 0 ;
        relu_href  <= 0 ;
        relu_h_cnt <= 0 ;
        relu_v_cnt <= 0 ;
    end
    else begin
        relu_vsync <= pre_vsync ;
        relu_href  <= pre_href  ;
        relu_h_cnt <= conv_h_cnt ;
        relu_v_cnt <= conv_v_cnt ;
    end
end
always @(posedge clk or negedge rst_n) begin
    if(!rst_n)
        relu_data <= 0 ;
    else if(!pre_data[PRE_BIT_WIDTH-1]) begin
        if(pre_data < 16'h8000)begin
            relu_data <= pre_data ;
        end
        else 
            relu_data <= 16'h7fff ;
    end    
    else
        relu_data <= 0 ;
end
endmodule
`timescale 1ns / 1ps
module layer1_relu#(
    parameter   PRE_BIT_WIDTH  = 'd32
)(
    input clk   ,
    input rst_n ,
    input   [6:0]   conv_h_cnt ,
    input   [6:0]   conv_v_cnt ,
    input                               pre_vsync ,
    input                               pre_href  ,
    input   signed [PRE_BIT_WIDTH-1:0]  pre_data1   ,
    input   signed [PRE_BIT_WIDTH-1:0]  pre_data2   ,
    input   signed [PRE_BIT_WIDTH-1:0]  pre_data3   ,
    input   signed [PRE_BIT_WIDTH-1:0]  pre_data4   ,
    input   signed [PRE_BIT_WIDTH-1:0]  pre_data5   ,
    input   signed [PRE_BIT_WIDTH-1:0]  pre_data6   ,
    input   signed [PRE_BIT_WIDTH-1:0]  pre_data7   ,
    input   signed [PRE_BIT_WIDTH-1:0]  pre_data8   ,
    input   signed [PRE_BIT_WIDTH-1:0]  pre_data9   ,
    input   signed [PRE_BIT_WIDTH-1:0]  pre_data10  ,
    input   signed [PRE_BIT_WIDTH-1:0]  pre_data11  ,
    input   signed [PRE_BIT_WIDTH-1:0]  pre_data12  ,
    input   signed [PRE_BIT_WIDTH-1:0]  pre_data13  ,
    input   signed [PRE_BIT_WIDTH-1:0]  pre_data14  ,
    input   signed [PRE_BIT_WIDTH-1:0]  pre_data15  ,
    input   signed [PRE_BIT_WIDTH-1:0]  pre_data16  ,
    output     [6:0]   relu_h_cnt ,
    output     [6:0]   relu_v_cnt ,
    output              relu_vsync ,
    output              relu_href  ,
    output    [15:0]    relu_data1  ,
    output    [15:0]    relu_data2  ,
    output    [15:0]    relu_data3  ,
    output    [15:0]    relu_data4  ,
    output    [15:0]    relu_data5  ,
    output    [15:0]    relu_data6  ,
    output    [15:0]    relu_data7  ,
    output    [15:0]    relu_data8  ,
    output    [15:0]    relu_data9  ,
    output    [15:0]    relu_data10  ,
    output    [15:0]    relu_data11  ,
    output    [15:0]    relu_data12  ,
    output    [15:0]    relu_data13  ,
    output    [15:0]    relu_data14  ,
    output    [15:0]    relu_data15  ,
    output    [15:0]    relu_data16  
);
ReLU #(
    .PRE_BIT_WIDTH(PRE_BIT_WIDTH      )
)ReLU1_1(
    .clk   (clk            ),
    .rst_n (rst_n     ),
    .conv_h_cnt (conv_h_cnt     ),
    .conv_v_cnt (conv_v_cnt     ),
    .pre_vsync  (pre_vsync     ),
    .pre_href   (pre_href      ),
    .pre_data   (pre_data1      ),   
    .relu_h_cnt (relu_h_cnt    ),
    .relu_v_cnt (relu_v_cnt    ),
    .relu_vsync (relu_vsync    ),
    .relu_href  (relu_href     ),
    .relu_data  (relu_data1    )     
);
ReLU #(
    .PRE_BIT_WIDTH(PRE_BIT_WIDTH      )
)ReLU1_2(
    .clk   (clk            ),
    .rst_n (rst_n     ),
    .conv_h_cnt (conv_h_cnt     ),
    .conv_v_cnt (conv_v_cnt     ),
    .pre_vsync  (pre_vsync     ),
    .pre_href   (pre_href      ),
    .pre_data   (pre_data2 ),  
    .relu_data  (relu_data2    )   
);
ReLU #(
    .PRE_BIT_WIDTH(PRE_BIT_WIDTH      )
)ReLU1_3(
    .clk   (clk            ),
    .rst_n (rst_n     ),
    .conv_h_cnt (conv_h_cnt     ),
    .conv_v_cnt (conv_v_cnt     ),
    .pre_vsync  (pre_vsync     ),
    .pre_href   (pre_href      ),
    .pre_data   (pre_data3 ), 
    .relu_data  (relu_data3    )
);
ReLU #(
    .PRE_BIT_WIDTH(PRE_BIT_WIDTH      )
)ReLU1_4(
    .clk   (clk            ),
    .rst_n (rst_n     ),
    .conv_h_cnt (conv_h_cnt     ),
    .conv_v_cnt (conv_v_cnt     ),
    .pre_vsync  (pre_vsync     ),
    .pre_href   (pre_href      ),
    .pre_data   (pre_data4 ), 
    .relu_data  (relu_data4    )
);
ReLU #(
    .PRE_BIT_WIDTH(PRE_BIT_WIDTH      )
)ReLU1_5(
    .clk   (clk            ),
    .rst_n (rst_n     ),
    .conv_h_cnt (conv_h_cnt     ),
    .conv_v_cnt (conv_v_cnt     ),
    .pre_vsync  (pre_vsync     ),
    .pre_href   (pre_href      ),
    .pre_data   (pre_data5 ), 
    .relu_data  (relu_data5    )
);
ReLU #(
    .PRE_BIT_WIDTH(PRE_BIT_WIDTH      )
)ReLU1_6(
    .clk   (clk            ),
    .rst_n (rst_n     ),
    .conv_h_cnt (conv_h_cnt     ),
    .conv_v_cnt (conv_v_cnt     ),
    .pre_vsync  (pre_vsync     ),
    .pre_href   (pre_href      ),
    .pre_data   (pre_data6 ), 
    .relu_data  (relu_data6    )
);
ReLU #(
    .PRE_BIT_WIDTH(PRE_BIT_WIDTH      )
)ReLU1_7(
    .clk   (clk            ),
    .rst_n (rst_n     ),
    .conv_h_cnt (conv_h_cnt     ),
    .conv_v_cnt (conv_v_cnt     ),
    .pre_vsync  (pre_vsync     ),
    .pre_href   (pre_href      ),
    .pre_data   (pre_data7 ), 
    .relu_data  (relu_data7    )
);
ReLU #(
    .PRE_BIT_WIDTH(PRE_BIT_WIDTH      )
)ReLU1_8(
    .clk   (clk            ),
    .rst_n (rst_n     ),
    .conv_h_cnt (conv_h_cnt     ),
    .conv_v_cnt (conv_v_cnt     ),
    .pre_vsync  (pre_vsync     ),
    .pre_href   (pre_href      ),
    .pre_data   (pre_data8 ), 
    .relu_data  (relu_data8    )
);
ReLU #(
    .PRE_BIT_WIDTH(PRE_BIT_WIDTH      )
)ReLU1_9(
    .clk   (clk            ),
    .rst_n (rst_n     ),
    .conv_h_cnt (conv_h_cnt     ),
    .conv_v_cnt (conv_v_cnt     ),
    .pre_vsync  (pre_vsync     ),
    .pre_href   (pre_href      ),
    .pre_data   (pre_data9 ), 
    .relu_data  (relu_data9    )
);
ReLU #(
    .PRE_BIT_WIDTH(PRE_BIT_WIDTH      )
)ReLU1_10(
    .clk   (clk            ),
    .rst_n (rst_n     ),
    .conv_h_cnt (conv_h_cnt     ),
    .conv_v_cnt (conv_v_cnt     ),
    .pre_vsync  (pre_vsync     ),
    .pre_href   (pre_href      ),
    .pre_data   (pre_data10      ), 
    .relu_data  (relu_data10    )
);
ReLU #(
    .PRE_BIT_WIDTH(PRE_BIT_WIDTH      )
)ReLU1_11(
    .clk   (clk            ),
    .rst_n (rst_n     ),
    .conv_h_cnt (conv_h_cnt     ),
    .conv_v_cnt (conv_v_cnt     ),
    .pre_vsync  (pre_vsync     ),
    .pre_href   (pre_href      ),
    .pre_data   (pre_data11      ), 
    .relu_data  (relu_data11    )
);
ReLU #(
    .PRE_BIT_WIDTH(PRE_BIT_WIDTH      )
)ReLU1_12(
    .clk   (clk            ),
    .rst_n (rst_n     ),
    .conv_h_cnt (conv_h_cnt     ),
    .conv_v_cnt (conv_v_cnt     ),
    .pre_vsync  (pre_vsync     ),
    .pre_href   (pre_href      ),
    .pre_data   (pre_data12      ), 
    .relu_data  (relu_data12    )
);
ReLU #(
    .PRE_BIT_WIDTH(PRE_BIT_WIDTH      )
)ReLU1_13(
    .clk   (clk            ),
    .rst_n (rst_n     ),
    .conv_h_cnt (conv_h_cnt     ),
    .conv_v_cnt (conv_v_cnt     ),
    .pre_vsync  (pre_vsync     ),
    .pre_href   (pre_href      ),
    .pre_data   (pre_data13      ), 
    .relu_data  (relu_data13    )
);
ReLU #(
    .PRE_BIT_WIDTH(PRE_BIT_WIDTH      )
)ReLU1_14(
    .clk   (clk            ),
    .rst_n (rst_n     ),
    .conv_h_cnt (conv_h_cnt     ),
    .conv_v_cnt (conv_v_cnt     ),
    .pre_vsync  (pre_vsync     ),
    .pre_href   (pre_href      ),
    .pre_data   (pre_data14      ), 
    .relu_data  (relu_data14    )
);
ReLU #(
    .PRE_BIT_WIDTH(PRE_BIT_WIDTH      )
)ReLU1_15(
    .clk   (clk            ),
    .rst_n (rst_n     ),
    .conv_h_cnt (conv_h_cnt     ),
    .conv_v_cnt (conv_v_cnt     ),
    .pre_vsync  (pre_vsync     ),
    .pre_href   (pre_href      ),
    .pre_data   (pre_data15      ), 
    .relu_data  (relu_data15    )
);
ReLU #(
    .PRE_BIT_WIDTH(PRE_BIT_WIDTH      )
)ReLU1_16(
    .clk   (clk            ),
    .rst_n (rst_n     ),
    .conv_h_cnt (conv_h_cnt     ),
    .conv_v_cnt (conv_v_cnt     ),
    .pre_vsync  (pre_vsync     ),
    .pre_href   (pre_href      ),
    .pre_data   (pre_data16      ), 
    .relu_data  (relu_data16    )
);
endmodule
### flow/run.sh
#!/bin/bash
# OpenROAD 26Q1-2900-gdf79404cd8, Yosys 0.63+post, stock flow scripts
make -C /OpenROAD-flow-scripts/flow DESIGN_CONFIG=/design/flow/config.mk WORK_HOME=/design/flow/orfs finish
### flow/config.mk
export PLATFORM = sky130hd
export DESIGN_NAME = layer1_relu
export DESIGN_NICKNAME = layer1_relu
export VERILOG_FILES = /design/flow/design.v
export SDC_FILE = /design/flow/constraint.sdc
export NUM_CORES = 4
export LEC_CHECK = 1
export CORE_AREA = 10 10 311 311
export DIE_AREA = 0 0 321 321
### flow/constraint.sdc
current_design layer1_relu

set clk_period 1.0
set clk_io_pct 0.2

create_clock -name clk0 -period $clk_period [get_ports {clk}]

set non_clock_inputs [all_inputs -no_clocks]
set_input_delay [expr $clk_period * $clk_io_pct] -clock clk0 $non_clock_inputs
set_output_delay [expr $clk_period * $clk_io_pct] -clock clk0 [all_outputs]
==> node_exporter_impl.prom <==
# HELP chip_impl_metric Yosys and OpenROAD flow results
# TYPE chip_impl_metric gauge
chip_impl_metric{name="vias_per_cell",unit=""} 3.331
chip_impl_metric{name="die_span_in_y",unit="um"} 321
chip_impl_info{name="status",value="finished with violations"} 1
chip_impl_metric{name="crit_path_max_fanout",unit=""} 2
chip_impl_metric{name="numPlacedInstances",unit=""} 2895
chip_impl_info{name="critical-path-top-delay-family",value="flip-flops"} 1
chip_impl_metric{name="yosys-stat-cells",unit=""} 884
chip_impl_metric{name="io_pins",unit=""} 802
chip_impl_metric{name="ys_sh_aoi",unit="%"} 12.56
chip_impl_metric{name="yosys.area_share.adder",unit="%"} 0
chip_impl_metric{name="seq_power_share",unit="%"} 40.5
chip_impl_metric{name="power.density",unit="nW/um2"} 1329
chip_impl_metric{name="final_cell_area",unit="um2"} 21890
chip_impl_metric{name="slew_violations",unit=""} 0
chip_impl_metric{name="power_frac_clock",unit="%"} 44.1
chip_impl_metric{name="number_of_global_route_vias_before_repair",unit=""} 10820
chip_impl_info{name="ctsRootBufferMaster",value="clkbuf_16"} 1
chip_impl_metric{name="flow.area_growth_from_synthesis",unit="%"} 125.4
chip_impl_metric{name="drt_first_iter_violations",unit=""} 484
chip_impl_metric{name="routed-via-count",unit=""} 9942
chip_impl_metric{name="pin_count_of_the_biggest_net_entering_global_routing",unit=""} 48
chip_impl_info{name="synth.logic.top_family",value="AND-OR/OR-AND gates"} 1
chip_impl_metric{name="peakVddDrop",unit="uV"} 958.5
chip_impl_metric{name="die_footprint",unit="um2"} 103000
chip_impl_metric{name="clkTransAtPathRegs",unit="ns"} 0.05
chip_impl_metric{name="die_w",unit="um"} 321
chip_impl_metric{name="ys_area",unit="um2"} 9711
chip_impl_metric{name="seq_area_frac_synth",unit="%"} 70.09
chip_impl_metric{name="mux_share",unit="%"} 0
chip_impl_metric{name="setup_viol",unit=""} 312
chip_impl_info{name="holdCritStartpoint",value="pre_href"} 1
chip_impl_metric{name="post-route-worst-setup-slack",unit="ns"} -0.3416
chip_impl_metric{name="clock.fmax",unit="MHz"} 745.4
chip_impl_metric{name="fillCellCount",unit=""} 9595
chip_impl_metric{name="tool_warnings",unit=""} 28
chip_impl_metric{name="p_sw",unit="mW"} 6.972
chip_impl_metric{name="post_synth_instance_area",unit="um2"} 9711
chip_impl_metric{name="timing.max_slew.rel_slack",unit="%"} 56.67
chip_impl_metric{name="max_stage_delay",unit="ns"} 0.44
chip_impl_metric{name="synthSimpleGateAreaFrac",unit="%"} 5.772
chip_impl_metric{name="place_hpwl",unit="um"} 52580
chip_impl_info{name="critical_path_endpoint_category",value="output port"} 1
chip_impl_metric{name="critical_path_buf_inv_count",unit=""} 1
chip_impl_info{name="timing.critical_path.cells",value="buf_2"} 1
chip_impl_metric{name="antenna_left",unit=""} 0
chip_impl_metric{name="drt-total-wl",unit="um"} 63560
chip_impl_metric{name="final_layout_size_suffix_gt1_share",unit="%"} 37.08
chip_impl_metric{name="route.detailed.drc",unit=""} 0
chip_impl_metric{name="numPortBuffers",unit=""} 801
chip_impl_metric{name="tritoncts.num_buffers",unit=""} 36
chip_impl_metric{name="power.share.switching",unit="%"} 23.97
chip_impl_metric{name="worst_slew_pin_slew",unit="ns"} 0.6499
chip_impl_info{name="critPathKind",value="reg -> out"} 1
chip_impl_metric{name="detailedRoute.firstPassIterationCount",unit=""} 4
chip_impl_metric{name="cellLeakagePower",unit="nW"} 10.33
chip_impl_info{name="hold_path_class",value="in -> reg"} 1
chip_impl_metric{name="grt_pass1_wl",unit="um"} 84140
chip_impl_metric{name="power.share.combinational",unit="%"} 15.4
chip_impl_metric{name="htree_num_levels",unit=""} 2
chip_impl_metric{name="number_of_hold_slack_violations_in_the_final_timing_report",unit=""} 0
chip_impl_metric{name="fin_crit",unit="ns"} 1.342
chip_impl_metric{name="core_area",unit="um2"} 90010
chip_impl_metric{name="synth-xor-area-share",unit="%"} 0
chip_impl_metric{name="drv_cap",unit=""} 0
chip_impl_metric{name="post-place-ws",unit="ns"} -1.063
chip_impl_metric{name="final_core_utilization",unit="%"} 24.32
chip_impl_metric{name="gp_congestion",unit=""} 0.9576
chip_impl_metric{name="overflow",unit=""} 0
chip_impl_metric{name="average_wire_length_per_cell_after_detail_routing",unit="um"} 21.29
chip_impl_metric{name="placement_rows",unit=""} 110
chip_impl_metric{name="place_area",unit="um2"} 20610
chip_impl_metric{name="synth_cell_types",unit=""} 15
chip_impl_metric{name="avg_synthesized_cell_area",unit="um2"} 10.98
chip_impl_metric{name="cell_internal_power",unit="mW"} 22.11
chip_impl_metric{name="ys_warn_count",unit=""} 1
chip_impl_metric{name="total_power",unit="mW"} 29.09
chip_impl_metric{name="req_time_crit_path",unit="ns"} 0.80
chip_impl_metric{name="ys_ff",unit=""} 272
chip_impl_info{name="tritoncts",value="done"} 1
chip_impl_metric{name="antenna_found_initial",unit=""} 22
chip_impl_metric{name="finalCritPeriodShare",unit="%"} 134.2
chip_impl_metric{name="timing.critical_path.arrival",unit="ns"} 1.14
chip_impl_metric{name="cts-root-to-sink-buffers",unit=""} 3
chip_impl_metric{name="all_layer_global_routing_usage",unit="%"} 11.78
chip_impl_info{name="timing.critical_path.from",value="ReLU1_1.relu_href"} 1
chip_impl_metric{name="floorplanUtilization",unit="%"} 10.79
chip_impl_info{name="grt_setup_unrepaired",value="yes"} 1
chip_impl_metric{name="tritoncts_num_sinks",unit=""} 272
chip_impl_metric{name="syn_inst",unit=""} 884
chip_impl_info{name="setup.worst_path.start_class",value="register"} 1
chip_impl_info{name="crit_slowest_cell",value="dfrtp_1"} 1
chip_impl_info{name="violations",value="setup timing"} 1
chip_impl_metric{name="layout.cells.non_filler",unit=""} 2985
[layer usage]
layer,vias to the layer above,track usage (%),wire [um]
li1,4612,-,-
met1,4656,13.45,23480
met2,531,18.39,28690
met3,115,7.050,8845
met4,28,3.391,2379
met5,-,0,164
[sequential cells by signal (all words and copies together) (netlist names), 16 cells and up]
signal / count
ReLU1_1.relu_data: 16
ReLU1_10.relu_data: 16
ReLU1_11.relu_data: 16
ReLU1_12.relu_data: 16
ReLU1_13.relu_data: 16
ReLU1_14.relu_data: 16
ReLU1_15.relu_data: 16
ReLU1_16.relu_data: 16
ReLU1_2.relu_data: 16
ReLU1_3.relu_data: 16
ReLU1_4.relu_data: 16
ReLU1_5.relu_data: 16
ReLU1_6.relu_data: 16
ReLU1_7.relu_data: 16
ReLU1_8.relu_data: 16
ReLU1_9.relu_data: 16
[path summary, 6_finish.rpt]
path                                         end  slack [ns]  depth (start not counted)
setup / recovery                       relu_href       -0.34                          1
hold / removal                 ReLU1_1.relu_href         0.1                          1
min in group asynchronous  ReLU1_10.relu_data[7]        0.20                          6
max in group asynchronous   ReLU1_4.relu_data[4]        0.16                          8
[cells by family after synthesis]
kind of cell           count (synthesis)
buffers and inverters                290
other                                  1
and+or+nand+nor                       81
DFF                                  272
AOI/OAI and AO/OA                    240
[layout make-up]
class	instances	area [um2]	area share [%]
sequential	272	6808	31.10
tap	1176	1471	6.721
clock buffer	48	1036	4.732
clock inverter	13	136.4	0.6230
timing repair buffer	894	8584	39.21
inverter	240	900.9	4.115
antenna	5	12.51	0.05715
multi-input combinational	337	2943	13.44
[stage by stage]
stage | hold slack [ns] | setup TNS, ns
finish | 0.09682 | -60.45
global route | 0.05862 | -77.48
CTS | 0.04299 | -134.26
detailed placement | 0.07958 | -156.59
global placement | 0.07883 | -156.93
floorplan | -0.09559 | -22.80
[power groups by stage]
stage                 Combinational, mW  Sequential, mW  Clock (mW)
after CTS                          4.54            11.8        13.5
after global routing               4.86            11.8        13.9
final                              4.48            11.8        12.8
[cells in the final DEF (no fill, tap or decap), types with 7 or more instances in the layout]
master and count:
nor4_1 19, dlygate4sd2_1 31, nor4_2 40, clkinv_2 7, clkdlybuf4s50_1 421, buf_4 32
conb_1 16, a21oi_1 45, inv_1 240, dfrtp_1 271, a31oi_1 10, buf_12 45
buf_6 40, buf_2 233, dlymetal6s2s_1 72, clkbuf_8 9, buf_16 7, and4_4 12
clkbuf_16 43, a21oi_2 177
[synth_stat cells]
cell type,count,area [um2]
or4_4,1,11.26
clkbuf_1,32,120.1
nor3_4,1,16.27
a31oi_1,15,93.84
nor2_1,1,3.750
buf_2,16,80.08
buf_4,1,7.510
and4b_1,1,10.01
dfrtp_1,272,6807
and4_1,15,131.4
buf_6,1,11.26
conb_1,1,3.750
nor4_1,62,387.9
a21oi_1,225,1126
inv_1,240,900.9
[timing repair]
action | 4_1_cts | 5_1_grt
hold buffers | 7 | 0
endpoints found under the setup margin | 378 | 751
endpoints found under the hold margin | 272 | 0
resized | 1058 | 162
setup buffers | 1 | 5
gates cloned | 8 | 7
pin swaps | 34 | 66
